<file path="design/flow/run.sh">
#!/bin/bash
# OpenROAD 26Q1-2900-gdf79404cd8, Yosys 0.63+post, stock flow scripts
make -C /OpenROAD-flow-scripts/flow DESIGN_CONFIG=/design/flow/config.mk WORK_HOME=/design/flow/orfs finish
</file>
<file path="design/flow/config.mk">
export PLATFORM = sky130hd
export DESIGN_NAME = modulator
export DESIGN_NICKNAME = modulator
export VERILOG_FILES = /design/flow/design.v
export SDC_FILE = /design/flow/constraint.sdc
export NUM_CORES = 4
export LEC_CHECK = 1
export CORE_AREA = 10 10 108 108
export DIE_AREA = 0 0 118 118
</file>
<file path="design/flow/constraint.sdc">
current_design modulator

set clk_period 3.1
set clk_io_pct 0.2

create_clock -name clk0 -period $clk_period [get_ports {clk}]

set non_clock_inputs [all_inputs -no_clocks]
set_input_delay [expr $clk_period * $clk_io_pct] -clock clk0 $non_clock_inputs
set_output_delay [expr $clk_period * $clk_io_pct] -clock clk0 [all_outputs]
</file>
<file path="design/flow/design.v">
module dffr #(parameter WIDTH = 1) (
    input clk,
    input r,
    input [WIDTH-1:0] d,
    output reg [WIDTH-1:0] q
);
    always @ (posedge clk) 
        if (r) 
            q <= {WIDTH{1'b0}};
        else
            q <= d;
endmodule
module lfsr(
	output outbit, 
	input clk, rst, load);
	wire[12:0] curr_state;
	reg [12:0] next_state;
	parameter SEED = 13'd1;
	dffr #(13) ff (.clk(clk), .r(rst), .d(next_state), .q(curr_state));
	always @(*) begin
		next_state = load ? SEED : {curr_state[11:0], outbit};
	end
   assign outbit = rst ? 1'b0 : curr_state[12] ^ curr_state[11] ^ curr_state[10] ^ curr_state[7];
endmodule
module modulator (
	input clk, rst, load,
	output result_out,
	output new_word,
	output xor_result);
wire passed_bit;
wire [11:0] word;
lfsr l1 (.outbit(passed_bit), .clk(clk), .rst(rst), .load(load));
word_generator wg1(.inbit(passed_bit), .clk(clk), .rst(rst), .new_word(new_word), .finished_word(word));	
xor_word x1(.word(word), .receive_word(new_word), .clk(clk), .rst(rst), .result_out(result_out), .xor_result(xor_result));
endmodule
module word_generator(
	input inbit, clk, rst,
	output [11:0] finished_word,
	output new_word);
wire [3:0] count;
reg [3:0] next_count;  
wire [11:0] word;
reg [11:0] next_word, proto_finished_word;
parameter DEFAULT_WORD = 12'b100000000000;
parameter DEFAULT_COUNT = 4'd11;
dffr #(4) count_ff (.clk(clk), .r(rst), .d(next_count), .q(count));
dffr #(12) word_ff (.clk(clk), .r(rst), .d(next_word), .q(word));
always @(*) begin
	if (count == 0 || rst) begin
		next_word = DEFAULT_WORD;
		next_count = DEFAULT_COUNT;
		proto_finished_word = word;
	end else if (count == 1) begin
		next_word = word;
		next_count = 4'd0;
		proto_finished_word = word;
	end else begin
		next_word = word;
		next_word[count - 1] = inbit;
		next_count = count - 4'd1;
		proto_finished_word = 12'd0;
	end
end
assign finished_word = rst ? 12'd0 : proto_finished_word;
assign new_word = (~rst && count == 0) ? 1'b1 : 1'b0;
endmodule
module xor_word(
	input [11:0] word,
	input clk, rst, receive_word,
	output reg xor_result, result_out);
	parameter MAXIMUM_INDEX = 4'd11;
	parameter MINIMUM_INDEX = 4'd0;
	wire [3:0] curr_index, next_index;
	reg [3:0] proto_next_index;
	wire [11:0] curr_word, next_word;
	dffr #(12) word_ff(.clk(clk), .r(rst), .d(next_word), .q(curr_word));
	dffr #(4) index_ff(.clk(clk), .r(rst), .d(next_index), .q(curr_index));
	always @(*) begin
		if (receive_word) begin
			proto_next_index = MAXIMUM_INDEX - 4'd1;
			result_out = 1'b1;
			xor_result = word[MAXIMUM_INDEX];
		end else if (curr_index == MAXIMUM_INDEX) begin
			proto_next_index = curr_index;
			result_out = 1'b0;
			xor_result = 1'b0;
		end else if (MINIMUM_INDEX < curr_index) begin
			proto_next_index = curr_index - 4'b1;
			result_out = 1'b1;
			xor_result = curr_word[curr_index];
		end else if (MINIMUM_INDEX == curr_index) begin
			proto_next_index = MAXIMUM_INDEX;
			xor_result = curr_word[curr_index];
			result_out = 1'b0;
		end else begin
			proto_next_index = MAXIMUM_INDEX;
			result_out = 1'b0;
			xor_result = 1'b0;
		end
	end
	assign next_index = rst ? MAXIMUM_INDEX : proto_next_index;
	assign next_word = receive_word ? word : curr_word;
	endmodule
</file>
==> results.txt <==
flow finished, numbers: Slew Limit Fails 0, Die ar. between 0.01 and 0.015 mm^2, Placer Congestion 0.8560, Critical Path Source Type flip-flop, antenna viol nets, final 0, Worst IR Drop VDD 252.1 uV, final setup margin 170.7 ps, maximum fanout along the worst path 8, status completed, Area leader share 0.3998, placed cell areas 0.002435 mm^2, crit path time final 2929 ps, critical path, cell by cell inv_1 > ha_1 > xor2_1 > or3_1 > inv_1 > ha_1 > and4bb_2 > nand4_2 > a221oi_4 > nand3_1 > mux2i_1, Worst EP required roughly 3300 ps, area delta synth->final 12.83%, CTS hold repair buffers 0, CTS tree built, share of layout cells above drive strength 1 0.1457, ys cells 249, Mapped Area 0.002253 mm^2, via count 1,657, power per cell area 855.4 mW/mm^2, WL final 4098 um, Cell area leaders dfxtp_1, nand2_1, ha_1, synthesis area per yosys about 0.0023 mm^2, Log Warnings 29, Max-slew headroom 0.4723, # clock sinks 45, setup violators final 0, R2R setup slack 170 ps, die width between 100 and 150 um, synth warn 6, worst slew pin tran between 700 and 800 ps, vias per cell 4.326, slowest stage delay, CP 470 ps, Syn Area/Cell 9.050 um^2, I/O pins 6, nature of the critical path endpoint flip-flop, Max Freq 341.4 MHz, largest net degree at the start of global routing 26, diodes inserted 0, CTS root buf clkbuf_8, FP Core Util 0.2427, clock transition at the registers of the reported paths 80 ps, design area ~0.0025 mm^2, register share after synthesis 0.3998, layout filler cell count 1,001, post-route insts no fill 383, crit path kind flip-flop to flip-flop, min-delay worst type flip-flop to flip-flop, Place WS between 150 and 200 ps, final core utilization 0.2739, Rows 35, leakage ~1.0 nW, CP Data Arrival Time 3100 ps, gr usage total 0.06062, chip height 118 um, Synth Register Bits 45, GRT overflow 0, top logic cell by instance count in the layout dfxtp_1, worst skew pair latency 290 ps, Synth Instances 249, Final Cycle Share 0.9449, post-synth top area cell dfxtp_1, vias in the first global route 1,647, input/output buffers 5, initial drt markers 72, first-pass GRT wire length 7465 um, Sum Neg Setup Slack 0 ps, Cell Type Count about 43, initial antenna violation count 0, Top Layout Cells dfxtp_1, nand2_1, nor2_1, a21oi_1, mux2i_1, clk_skew 4.877 ps, max-cap viol count 0, DP Wirelength around 2800 um, final hold violation count 0, Placed Cells 374, core area 0.009284 mm^2, Slowest cell on crit path a221oi_4, CTS Buffer Depth 2, cts bufs inserted 5, DRC Markers 0, TritonRoute pass-1 iters 4, # H-tree levels 2, Wirelength per Cell roughly 11 um
registers in the layout, indices dropped and copies added (netlist names):
signal          flops
x1.index_ff.q       4
wg1.word_ff.q      12
wg1.count_ff.q      4
x1.word_ff.q       12
l1.ff.q            13
kinds of logic (layout without fill, tap and decap cells):
| kind of cell | after synthesis | in the layout | synth area share |
|---|---|---|---|
| and+or+nand+nor | 114 | 114 | 0.2593 |
| xor gates and xnor gates | 9 | 9 | 0.04165 |
| adders and majority gates | 12 | 12 | 0.06663 |
| DFF | 45 | 45 | 0.3998 |
| muxes | 19 | 19 | 0.1033 |
| buffers and inverters | 22 | 27 | 0.04497 |
| AOI/OAI and AO/OA | 28 | 28 | 0.08439 |
cells in the mapped netlist, drive strengths merged:
master   number
clkbuf        8
buf           7
nand4         1
nor2         19
o211ai        1
and4bb        4
and3b         1
or3           5
xor2          5
nor2b         1
nand4bb       1
mux4          3
nand3b        1
xnor2         4
dfxtp        45
o21ai         6
nor3         10
nand2        43
nor4          1
nor3b         1
a211oi        1
a21oi        17
inv           7
a311oi        1
mux2i        15
ha           12
a221oi        2
mux2          1
nand3        13
and2         12
and2b         1
what timing repair did:
item | 4_1_cts | 5_1_grt
setup buffers | 0 | 1
setup endpoints to repair | 0 | 12
hold endpoints to repair | 0 | 0
resized | 0 | 6
area by class of cell:
class | count | area (um^2) | share of cell area
clock buffers | 6 | 72.57 | 0.02854
clock inverters | 2 | 10.01 | 0.003937
inverters | 7 | 26.28 | 0.01033
multi-input cells | 182 | 1267 | 0.4985
flip-flops and latches | 45 | 902.1 | 0.3548
well taps | 129 | 161.4 | 0.06348
repair buffers | 12 | 102.6 | 0.04035
worst max-delay path: cells and delay by family, from the launching register on:
kind                     cells  cell delay, ps
flip-flops                   1             350
XOR/XNOR                     1             200
multiplexers                 1             150
adder cells (fa/ha/maj)      2             460
AND/OR/NAND/NOR              4            1050
buffers and inverters        2             130
AND-OR/OR-AND                1             470
final timing paths:
path                     start               end  cells past startpoint
min                 l1.ff.q[9]       l1.ff.q[10]                      1
min reg2reg         l1.ff.q[9]       l1.ff.q[10]                      1
max reg2reg  wg1.count_ff.q[1]  wg1.word_ff.q[3]                     11
max          wg1.count_ff.q[1]  wg1.word_ff.q[3]                     11
through the flow:
stage	hold slack (ps)	power, mW
after detailed placement	411.4	1.814
after global routing	442.7	2.380
after CTS	430.8	2.166
final	430.6	2.175
after floorplan	405.7	1.570
after global placement	410.1	1.808
routing by layer:
metal | vias up | track usage | wire length, um
met2 | 13 | 0.09755 | 1864
li1 | 853 | - | -
met1 | 784 | 0.08562 | 2069
met5 | - | 0 | 0
met4 | 0 | 0.01005 | 70
met3 | 7 | 0.009237 | 93
where the power goes:
part / internal [mW] / switching (mW) / leakage (nW)
Combinational: 0.464 / 0.641 / 0.589
Clock: 0.156 / 0.187 / 0.0450
Sequential: 0.634 / 0.0932 / 0.365
Total: 1.25 / 0.921 / 0.999
Power is estimated from default activity; no workload was simulated.
